File: /design/flow/config.mk
export PLATFORM = sky130hd
export DESIGN_NAME = priority_encoder
export DESIGN_NICKNAME = priority_encoder
export VERILOG_FILES = /design/flow/design.v
export SDC_FILE = /design/flow/constraint.sdc
export NUM_CORES = 4
export LEC_CHECK = 1
export CORE_AREA = 10 10 70 70
export DIE_AREA = 0 0 80 80
File: /design/flow/run.sh
#!/bin/bash
# OpenROAD 26Q1-2900-gdf79404cd8, Yosys 0.63+post, stock flow scripts
make -C /OpenROAD-flow-scripts/flow DESIGN_CONFIG=/design/flow/config.mk WORK_HOME=/design/flow/orfs finish
File: /design/flow/constraint.sdc
current_design priority_encoder

set clk_period 1.4
set clk_io_pct 0.2

create_clock -name clk0 -period $clk_period

set non_clock_inputs [all_inputs -no_clocks]
set_input_delay [expr $clk_period * $clk_io_pct] -clock clk0 $non_clock_inputs
set_output_delay [expr $clk_period * $clk_io_pct] -clock clk0 [all_outputs]
File: /design/flow/design.v
module priority_encoder #(parameter WIDTH = 8)
(
    input [WIDTH-1:0] Data_in,
    output reg valid,
    output reg [$clog2(WIDTH)-1:0] Data_out
);
integer i;
always @ (*) begin
    valid = 0;
    Data_out = 0;
    for (i = WIDTH-1; i >= 0; i = i - 1) begin
        if (Data_in[i] == 1'b1) begin
            valid = 1'b1;
            Data_out = i;
        end
    end
end
endmodule
==> results.sh <==
# flow metrics
export IMPL_finalCritPeriodShare=0.988
export IMPL_layout_top_cell="buf_2"
export IMPL_final_setup_tns_ps=0
export IMPL_synth_top_cell_by_area="nor2b_1"
export IMPL_synth_warnings=1
export IMPL_top_cells_by_area="nor2b_1 (16%), nor4_2 (16%), o41ai_1 (11%)"
export IMPL_lay_top_cells="buf_2 (4), clkdlybuf4s15_1 (3)"
export IMPL_final_util=0.0883
export IMPL_syn_area_um2=80.1
export IMPL_crit_path_start_kind="input pin"
export IMPL_clkPwrFrac=0
export IMPL_drc_errors=0
export IMPL_max_slew_margin=0.822
export IMPL_startpoint="Data_in[1]"
export IMPL_seqPwrFrac=0
export IMPL_ys_area_um2=80.1
export IMPL_drt_total_wl_um=535
export IMPL_wl_per_cell_um=7.23
export IMPL_ys_cells=13
export IMPL_p_switching_uw=27.8
export IMPL_timing_final_ws_setup_ps=16.9
export IMPL_initialDrtViolationCount=1
export IMPL_drv_cap=0
export IMPL_die_w_um=80
export IMPL_p_sw_frac=0.455
export IMPL_firstDrtPassIters=2
export IMPL_top_cell_area_share=0.156
export IMPL_grt_max_degree=4
export IMPL_fin_total_pwr_uw=61.1
export IMPL_globalplace_congestion=0.719
export IMPL_cp_arrival_ps=1100
export IMPL_finalCriticalPeriod_ps=1380
export IMPL_ir_drop_mv=0.0159
export IMPL_hold_violations=0
export IMPL_tool_warnings=33
export IMPL_grt_pass1_wl_um=717
export IMPL_p_comb_frac=1.000
export IMPL_synth_seq_share=0
export IMPL_clock_buffers=0
export IMPL_core_um2=3420
export IMPL_overflow=0
export IMPL_seqCellArea_um2=0
export IMPL_dp_hpwl_um=415
export IMPL_p_int_uw=33.3
export IMPL_post_cts_buffers=0
export IMPL_hold_buffers=0
export IMPL_whs_ps=856
export IMPL_slew_viol_final=0
export IMPL_rsz0062_at_grt="true"
export IMPL_postRouteAntennaNets=0
export IMPL_syn_avg_cell_area_um2=6.16
export IMPL_grt_pass1_vias=152
export IMPL_flops=0
export IMPL_worst_pin_slew_ps=264
export IMPL_antenna_found_initial=0
export IMPL_crit_fanout=3
export IMPL_setup_viol=0
export IMPL_fp_row_count=21
export IMPL_vias=163
export IMPL_fmax_mhz=723
export IMPL_status="finished clean"
export IMPL_syn_instance_count=13
export IMPL_cp_end_kind="output pin"
export IMPL_ios=12
export IMPL_fp_dieH_um=80
export IMPL_num_antenna_cells=0
export IMPL_viasPerCell=2.20
export IMPL_powerDensity_nw_per_um2=203
export IMPL_die_area_um2=6400
export IMPL_power_leakage_uw=0.000105
export IMPL_ys_types=11
export IMPL_dp_slack_ps=-670
export IMPL_fp_utilization=0.0234
export IMPL_crit_required_ps=1120
export IMPL_grt_total_usage=0.0134
export IMPL_hp_class="in -> out"
export IMPL_critPathKind="in -> out"
export IMPL_holdCritStartpoint="Data_in[0]"
export IMPL_syn_to_final_growth_pct=277
export IMPL_port_buffers=12
export IMPL_drive_gt1_frac=0.607
stage by stage:
stage               std cells  cell area (um^2)
finish                     74               302
global route               74               302
CTS                        74               299
detailed placement         74               280
global placement           74               280
floorplan                  13              80.1
power groups by stage:
stage / sequential (uW) / combinational, uW / clock [uW]
CTS: 0 / 57.5 / 0
global route: 0 / 65.9 / 0
finish: 0 / 61.1 / 0
Yosys cell counts:
library cell / count
a211oi_1: 1
a21oi_1: 1
inv_1: 1
nand2_1: 1
nor2_1: 2
nor2b_1: 2
nor4_1: 1
nor4_2: 1
o21ai_0: 1
o21bai_1: 1
o41ai_1: 1
cell type report:
class / count / area [um^2]
repair buffers: 15 / 121
fillers: 409 / 3110
well taps: 46 / 57.6
inverters: 1 / 3.75
multi-input cells: 12 / 119
cells by family after synthesis:
family                 after synthesis  share of synthesized area
and+or+nand+nor                      7                      0.531
AOI/OAI and AO/OA                    5                      0.422
buffers and inverters                1                     0.0468
critical path, cell delays in order:
cell	delay (ps)
dlygate4sd2_1	280
nor4_4	250
nor2b_1	170
buf_2	120
per-layer routing:
metal	share of wire	track usage	wire, um	vias to the layer above
met5	0	0	0	-
met3	0.11	0.00455	59	0
li1	-	-	-	81
met2	0.33	0.0193	179	11
met1	0.55	0.0198	296	71
met4	0	0	0	0
repair_timing:
action | 4_1_cts | 5_1_grt
endpoints found under the setup margin | 4 | 3
pin swaps | 6 | 2
resized | 33 | 10
path summary, 6_finish.rpt:
path           to  slack [ps]  cells after the start
min   Data_out[0]         860                      3
max   Data_out[2]          20                      4
Power and IR drop assume default switching activity.
