==> flow/run.sh <==
#!/bin/bash
# OpenROAD 26Q1-2900-gdf79404cd8, Yosys 0.63+post, stock flow scripts
make -C /OpenROAD-flow-scripts/flow DESIGN_CONFIG=/design/flow/config.mk WORK_HOME=/design/flow/orfs finish
==> flow/config.mk <==
export PLATFORM = sky130hd
export DESIGN_NAME = async_fifo
export DESIGN_NICKNAME = async_fifo
export VERILOG_FILES = /design/flow/design.v
export SDC_FILE = /design/flow/constraint.sdc
export NUM_CORES = 4
export LEC_CHECK = 1
export CORE_UTILIZATION = 50
==> flow/constraint.sdc <==
current_design async_fifo

set clk_period 3.2
set clk_io_pct 0.2

create_clock -name clk0 -period $clk_period [get_ports {rclk}]
create_clock -name clk1 -period $clk_period [get_ports {wclk}]

set non_clock_inputs [all_inputs -no_clocks]
set_input_delay [expr $clk_period * $clk_io_pct] -clock clk0 $non_clock_inputs
set_output_delay [expr $clk_period * $clk_io_pct] -clock clk0 [all_outputs]
==> flow/design.v <==
module async_fifo
#(
    parameter DATA_WIDTH = 8,
    parameter ADDR_WIDTH = 4
)
(
    input wclk,
    input wrst_n,
    input winc,
    input [DATA_WIDTH-1:0] wdata,
    output wfull,
    input rclk,
    input rrst_n,
    input rinc,
    output reg [DATA_WIDTH-1:0] rdata,
    output rempty
);
    localparam FIFO_DEPTH = 1 << ADDR_WIDTH;
    reg [DATA_WIDTH-1:0] mem [FIFO_DEPTH-1:0];
    reg  [ADDR_WIDTH:0] wptr_bin, rptr_bin;  
    reg  [ADDR_WIDTH:0] wptr_gray, rptr_gray;  
    wire [ADDR_WIDTH:0] wptr_next_bin, rptr_next_bin;
    wire [ADDR_WIDTH:0] wptr_next_gray, rptr_next_gray;
    reg [ADDR_WIDTH:0] rptr_gray_sync1, rptr_gray_sync2;
    reg [ADDR_WIDTH:0] wptr_gray_sync1, wptr_gray_sync2;
    always @(posedge wclk or negedge wrst_n) begin
        if (!wrst_n) begin
            wptr_bin  <= 0;
            wptr_gray <= 0;
        end else begin
            if (winc && !wfull) begin
                wptr_bin  <= wptr_next_bin;
                wptr_gray <= wptr_next_gray;
            end
        end
    end
    always @(posedge wclk) begin
        if (winc && !wfull) begin
            mem[wptr_bin[ADDR_WIDTH-1:0]] <= wdata;
        end
    end
    assign wptr_next_bin = wptr_bin + 1;
    assign wptr_next_gray = (wptr_next_bin >> 1) ^ wptr_next_bin;
    assign wfull = (wptr_next_gray[ADDR_WIDTH:ADDR_WIDTH-1] == ~rptr_gray_sync2[ADDR_WIDTH:ADDR_WIDTH-1]) &&
                   (wptr_next_gray[ADDR_WIDTH-2:0] == rptr_gray_sync2[ADDR_WIDTH-2:0]);
    always @(posedge wclk or negedge wrst_n) begin
        if (!wrst_n) begin
            rptr_gray_sync1 <= 0;
            rptr_gray_sync2 <= 0;
        end else begin
            rptr_gray_sync1 <= rptr_gray;
            rptr_gray_sync2 <= rptr_gray_sync1;
        end
    end
    always @(posedge rclk or negedge rrst_n) begin
        if (!rrst_n) begin
            rptr_bin  <= 0;
            rptr_gray <= 0;
            rdata     <= 0;
        end else begin
            if (rinc && !rempty) begin
                rptr_bin  <= rptr_next_bin;
                rptr_gray <= rptr_next_gray;
            end
            rdata <= mem[rptr_bin[ADDR_WIDTH-1:0]]; 
        end
    end
    assign rptr_next_bin = rptr_bin + 1;
    assign rptr_next_gray = (rptr_next_bin >> 1) ^ rptr_next_bin;
    assign rempty = (rptr_gray == wptr_gray_sync2);
    always @(posedge rclk or negedge rrst_n) begin
        if (!rrst_n) begin
            wptr_gray_sync1 <= 0;
            wptr_gray_sync2 <= 0;
        end else begin
            wptr_gray_sync1 <= wptr_gray;
            wptr_gray_sync2 <= wptr_gray_sync1;
        end
    end
endmodule
==> results.cfg <==
; physical design summary
[job]
warnings = 29
maxCapViolCount = 0

[power_and_ir_drop]
power.leakage_nw = 2.99
irDropWorstVdd_v = 0.000451
p_per_area_nw_per_um2 = 986

[detailed_routing]
drt_iter0_drc = 224
via_count = 3588
diodes = 0
drt-total-wl_microns = 13200
vias_per_cell = 5.53
detail_route.wl_per_cell_microns = 20.4
ant_nets = 0
drt_pass1_iterations = 4
drc = 0

[grt]
grt_pass1_wl_microns = 20900
grt_use_met3_pct = 11.7
grt.overflow.total = 0
antenna_found_initial = 0
gr-usage-met1_pct = 36.2
track_usage_pct = 21.9
grt_pass1_vias = 3771
gr-max-usage-layer = met1
grt_start_max_net_pins = 55
use_met2_pct = 29.5

[synth]
yosysWarnings = 1
ys_area_sq_um = 6940
ff_type = edfxtp_1
top_cells_by_count = edfxtp_1, dfrtp_1, mux2i_1
syn_area_sq_um = 6940
top_cell_area_share_pct = 55.4
synth_seq_share_pct = 72.0
ys_cells = 409
synthDistinctLibCells = 41
postSynthCellCount = 409
async_flop_share_pct = 26.4
top_cell = edfxtp_1
top_area_cell = edfxtp_1
edf_count = 128
top_cells_by_area = edfxtp_1, dfrtp_1, mux4_2, mux2i_1, xor2_1
ys.flops = 174
syn_avg_cell_area_sq_um = 17.0

[cells_and_area]
drive_gt1_share_pct = 24.9
fillers = 961
final_cell_count_no_fill = 649
stdcell_area_sq_um = 8270
syn_to_final_growth_pct = 19.2

[place]
place_area_sq_um = 7530
dp_cells = 610
gp_congestion = 0.797
numPortBuffers = 22
dp_hpwl_microns = 8210

[floorplanning]
die_w_microns = 120
rows = 42
initial_utilization_pct = 51.8
die_y_microns = 120
boundaryPins = 24
chipArea_sq_um = 14400
coreArea_sq_um = 13400

[final_timing]
tns_ns = 0
worst_slew_pin_slew_ns = 0.763
relSlewSlack_pct = 49.1
fin_skew_ns = 0.00840
setup_viol = 0
maxSlewViolCount = 0
hold_violations = 0

[critical_path]
critPathLaunch = wptr_bin[2]
crit_path_max_fanout = 3
worstReg2RegStart = wptr_bin[1]
r2r_slack_ns = 0.52
crit_type = flop to output port
cp.required_ns = 2.56
critical_path.startpoint_type = flop
worstPathArrival_ns = 2.47
worst_setup_path_end_kind = output port

[clock_network]
cts.clk_slew.worst_paths_ns = 0.08
postCtsHoldBufs = 0
clock-sinks = 174
cts_tree = built

[outcome]
status = finished, final reports clean

[min_path]
hp-start = rptr_gray[3]
hold_path.class = flop to flop
where the power goes:
group          leakage (nW)  total (W)  internal, W  switching, W
sequential             1.70    0.00322      0.00291      0.000307
clock                 0.304    0.00212      0.00123      0.000885
combinational         0.983    0.00282      0.00137       0.00145
cells by family after synthesis:
logic type | count (synthesis) | synth area share (%)
flip-flops | 174 | 72.0
AND/OR/NAND/NOR | 59 | 4.71
multiplexers | 56 | 11.2
AND-OR/OR-AND | 55 | 5.07
XOR/XNOR | 32 | 4.24
buffers and inverters | 28 | 1.89
adder cells (fa/ha/maj) | 5 | 0.902
what timing repair did:
action / in CTS / in global routing
endpoints found under the hold margin: 0 / 0
cloned: 0 / 0
buffers inserted: 4 / 1
setup endpoints to repair: 1 / 1
pin swaps: 0 / 4
gates resized: 8 / 6
through the flow:
| stage | util [%] | setup slack (ns) | power, W | hold slack, ns |
|---|---|---|---|---|
| floorplan | - | 0.0147 | 0.00504 | 0.331 |
| global placement | 56.2 | 0.304 | 0.00586 | 0.334 |
| detailed placement | 56.2 | 0.271 | 0.00589 | 0.336 |
| CTS | 61.3 | 0.0254 | 0.00810 | 0.313 |
| global route | 61.7 | -0.0388 | 0.00864 | 0.338 |
| finish | 61.7 | 0.0870 | 0.00815 | 0.315 |
cell type report:
| class | count | area (sq um) | area share [%] |
|---|---|---|---|
| flip-flops and latches | 174 | 5000 | 60.4 |
| multi-input cells | 207 | 1940 | 23.4 |
| clock buffers | 20 | 500 | 6.05 |
| repair buffers | 55 | 480 | 5.81 |
| well taps | 176 | 220 | 2.66 |
| clock inverters | 14 | 121 | 1.47 |
| inverters | 3 | 11.3 | 0.136 |
sequential cells by signal, indices dropped and copies added, names as in the netlist:
name	count
wptr_gray_sync1	5
mem	128
rptr_gray_sync1	5
wptr_gray_sync2	5
rdata	8
wptr_gray	4
wptr_bin	5
rptr_gray_sync2	5
rptr_gray	5
rptr_bin	4
critical path: stages (launching register included):
cell and delay [ns]:
dfrtp_1 0.45, a21bo_2 0.29, xnor3_1 0.38, nor4_4 0.30, and2_4 0.19, clkdlybuf4s50_1 0.45
path summary, 6_finish.rpt:
check,to,cells past startpoint
max in group clk1,mem[5][7],9
max,wfull,5
max reg2reg,mem[5][7],9
min in group asynchronous,wptr_gray[0],2
max in group asynchronous,rptr_bin[0],2
min in group clk0,wptr_gray_sync2[4],0
min,rptr_gray_sync1[3],0
min reg2reg,rptr_gray_sync1[3],0
cells in the final DEF (no fill, tap or decap), types with 4 or more instances in the layout:
cell type	instances
edfxtp_1	128
dfrtp_1	43
buf_4	32
mux2i_1	26
nand2_1	23
clkdlybuf4s50_1	22
o21ai_0	21
clkbuf_16	20
mux4_2	16
xor2_1	15
mux2_2	13
xnor2_1	13
a21oi_1	12
a221oi_1	8
a22oi_1	8
nor3_1	7
nor4b_2	5
nand3_1	4
nand2b_1	4
clkinv_2	4
metal layers:
metal | share of wire, % | vias to the layer above
met4 | 1.9 | 0
met1 | 42 | 1773
met3 | 10 | 18
met5 | 0 | -
met2 | 45 | 131
li1 | - | 1666
No activity file was given, so power comes from the tool's default toggle rates.
