$ cat flow/config.mk
export PLATFORM = sky130hd
export DESIGN_NAME = pipelined_fir
export DESIGN_NICKNAME = pipelined_fir
export VERILOG_FILES = /design/flow/design.v
export SDC_FILE = /design/flow/constraint.sdc
export NUM_CORES = 4
export LEC_CHECK = 1
export CORE_UTILIZATION = 50
$ cat flow/constraint.sdc
current_design pipelined_fir

set clk_period 4.5
set clk_io_pct 0.2

create_clock -name clk0 -period $clk_period [get_ports {clk}]

set non_clock_inputs [all_inputs -no_clocks]
set_input_delay [expr $clk_period * $clk_io_pct] -clock clk0 $non_clock_inputs
set_output_delay [expr $clk_period * $clk_io_pct] -clock clk0 [all_outputs]
$ cat flow/design.v
module pipelined_fir
#(parameter WIDTH = 8)
(
    input clk,
    input rst,
    input [WIDTH-1:0] din,
    output reg[WIDTH*2+1:0] dout
);
parameter C0 = 2'd2;
parameter C1 = 2'd3;
parameter C2 = 2'd1;
reg [WIDTH-1:0] Xn, Xn_1, Xn_2;
always @ (posedge clk or posedge rst) begin
    if (rst) begin
        Xn <= 0;
        Xn_1 <= 0;
        Xn_2 <= 0;
    end else begin
        Xn <= din;
        Xn_1 <= Xn;
        Xn_2 <= Xn_1;
    end
end
reg [WIDTH*2-1:0]mul0_reg, mul1_reg, mul2_reg;
always @ (posedge clk or posedge rst) begin
    if (rst) begin
        mul0_reg <= 0;
        mul1_reg <= 0;
        mul2_reg <= 0;
    end else begin
        mul0_reg <= C0 * Xn;
        mul1_reg <= C1 * Xn_1;
        mul2_reg <= C2 * Xn_2;
    end
end
always @ (posedge clk or posedge rst) begin
    if (rst) begin
        dout <= 0;
    end else begin
        dout <= mul0_reg + mul1_reg + mul2_reg;
    end
end
endmodule
$ cat flow/run.sh
#!/bin/bash
# OpenROAD 26Q1-2900-gdf79404cd8, Yosys 0.63+post, stock flow scripts
make -C /OpenROAD-flow-scripts/flow DESIGN_CONFIG=/design/flow/config.mk WORK_HOME=/design/flow/orfs finish
==> GITHUB_STEP_SUMMARY <==
### Yosys + OpenROAD results

| Metric | Value |
|---|---|
| Initial antenna violation count | 0 |
| Post-route ant nets | 0 |
| Worst Hold Class | flop to flop |
| Pre-antenna DRT Iters | 4 |
| WP data required | approximately 4.7 ns |
| FF-to-FF Start | Xn_1[0] |
| Die Y | approximately 70 um |
| Yosys cell count | 183 |
| Worst setup SP type | flop |
| Dominant cell area share | a little under three fifths |
| Comb power frac | 34.7% |
| FF+latch count, synth | around 53 |
| Num CTS Buffers | 5 |
| Gate Count Post-Synth | approximately 180 |
| Status | completed |
| Core area | 4410 um2 |
| Routed len/inst | 11.8 um |
| R2R cell count | 13 |
| Final Critical Period | roughly 2.8 ns |
| Yosys stat area | 2340 um2 |
| OpenROAD warning count | 29 |
| Largest net degree at the start of global routing | around 54 |
| Worst setup endpoint | dout[10] |
| Iteration-0 DRC Markers | 26 |
| Fmax | approximately 360 MHz |
| Post-layout util | 60.8% |
| Layout cells sized above 1 | 4.69% |
| Cell area leaders | dfrtp_1, ha_1, xnor2_1 |
| Post-synth top area cell | dfrtp_1 |
| Post-CTS Resized | 0 |
| Syn avg cell area | roughly 13 um2 |
| IO Port Bufs | 21 |
| Final global-route overflow total | 0 |
| Slew HR | 58.4% |
| Clock H-tree levels | 2 |
| Seq/Total Area, Yosys | between 50% and 60% |
| Flop2flop setup slack | between 1.5 and 2 ns |
| Syn. warnings | 1 |
| HPWL Detailed | about 2300 um |
| Worst Setup Slack, final | 1.71 ns |
| Max Transition Viols Final | 0 |
| Sum Neg Setup Slack | 0 ns |
| Pre-CTS setup slack | 1.73 ns |
| CTS sink cnt | about 53 |
| FP Rows | 24 |
| Pwr Total | roughly 1.3 mW |
| Hold-fix buffers, CTS | 0 |
| Dominant flop cell | dfrtp_1 |
| Max-cap violations | 0 |
| Drt total wl | 3130 um |
| Root Driver | clkbuf_8 |
| Clk pin slew, worst setup/hold paths | approximately 0.08 ns |
| Hold Vio Cnt, Final | 0 |
| Clk Latency, worst-skew pair | 0.30 ns |
| CTS tree | built |
| Clock Power Share | between 15 and 20% |
| Die W | 70.4 um |
| Sw Share | 28.2% |
| Placer Congestion | 0.832 |
| # Post-CTS Setup Buffers | 0 |
| Async SR Flop Fraction | approximately 100% |
| Vias per cell | roughly 5.0 |
| Total GRT Usage | 15.0% |
| Area grow syn2layout | 14.6% |
| Pint | 0.900 mW |
| Worst flop-to-flop path endpoint | dout[10] |
| Number of flip-flops in the largest register | 12 |
| Ant diodes | 0 |
| Sw Pwr | about 0.35 mW |
| VDD IR max | ~0.22 mV |
| DRC Markers | 0 |
| Clock Path Buffers | 2 |
| Worst setup EP type | flop |
| Seq pwr share | between 40% and 50% |
| Critical path arrival | 2.96 ns |
| Via Count | around 1300 |
| Die Footprint | around 5000 um2 |
| Vias in the first global route | 1318 |
| WS Path Type | flop to flop |
| Crit path launch | Xn_1[0] |
| Top Layout Cells | dfrtp_1, ha_1, clkdlybuf4s50_1 |
| Non-Filler Instances | between 200 and 300 |
| First-pass GRT wire length | approximately 5600 um |
| PD cells | between 400 and 500 nW/um2 |
| RSZ-0062 raised after global routing | no |
| Library cells used by synthesis | 28 |
| CP max FO | 3 |
| Setup violators final | 0 |
| Most numerous logic cell after layout | dfrtp_1 |
| Post-placement cell count | 257 |
| Post-route clock period utilization | 61.9% |
| Floorplan utilization | around 53% |
| P_leak | 1.25 nW |
| Measured slew at the worst slew-check pin | 0.624 ns |
| Number of synthesized flops with an enable pin | 0 |
| Final Skew | around 0.0033 ns |
| I/O pin count | 28 |
| Synthesized area | between 2000 and 2500 um2 |
layout make-up:
| cell class | instances | area, um2 |
|---|---|---|
| repair buffers | 22 | 218 |
| clock buffers | 6 | 72.6 |
| clock inverters | 2 | 10.0 |
| multi-input cells | 121 | 958 |
| inverters | 9 | 33.8 |
| flip-flops and latches | 53 | 1330 |
| fillers | 345 | 1730 |
| well taps | 52 | 65.1 |
critical path: stages (launching register included):
cell	delay, ns
dfrtp_1	0.38
ha_1	0.19
inv_1	0.06
fa_1	0.43
nor2b_4	0.14
o31a_1	0.16
o21a_1	0.12
nor2_1	0.04
xnor2_1	0.13
ha_1	0.20
or3_1	0.39
o22ai_1	0.24
nand2b_1	0.14
o21ai_1	0.06
power by group through the flow:
stage                 clock network [mW]  logic [mW]  registers (mW)
final                              0.246       0.435           0.573
after global routing               0.279       0.488           0.579
after CTS                          0.259       0.439           0.574
worst min-delay path by stage:
stage	slack (ns)	end	startpoint	cells after the start
after CTS	0.35	mul2_reg[4]	Xn_2[4]	0
after global routing	0.36	Xn_1[2]	Xn[2]	0
final	0.35	Xn_1[5]	Xn[5]	0
kinds of logic after synthesis:
group,count (synthesis),synth area share [%]
other,1,0.160
AOI/OAI and AO/OA,40,10.8
DFF,53,56.7
xor gates and xnor gates,18,6.73
buffers and inverters,15,3.37
adders and majority gates,29,16.5
and+or+nand+nor,27,5.83
synth_stat cells (all sizes together), types with 2 or more instances:
cell / number
a211oi: 2
a21o: 6
a21oi: 8
a31oi: 2
buf: 6
dfrtp: 53
fa: 3
ha: 26
inv: 9
nand2: 7
nand2b: 4
nor2: 9
nor2b: 4
o21a: 5
o21ai: 11
o31a: 2
xnor2: 13
xor2: 5
metal layers:
metal | part of all wire [%] | track usage (%)
met1 | 48 | 23.3
met2 | 46 | 23.5
met3 | 5.1 | 3.94
met4 | 0.54 | 1.56
met5 | 0 | 0
per-stage QoR:
| step | hold WS [ns] | area (um2) |
|---|---|---|
| 2_1_floorplan | 0.331 | 2360 |
| 3_3_place_gp | 0.333 | 2600 |
| 3_5_place_dp | 0.335 | 2600 |
| 4_1_cts | 0.353 | 2680 |
| 5_1_grt | 0.360 | 2680 |
| 6_report | 0.352 | 2680 |
Power and IR drop assume default switching activity.
